==> design/flow/constraint.sdc <==
current_design mux16

set clk_period 3.1
set clk_io_pct 0.2

create_clock -name clk0 -period $clk_period

set non_clock_inputs [all_inputs -no_clocks]
set_input_delay [expr $clk_period * $clk_io_pct] -clock clk0 $non_clock_inputs
set_output_delay [expr $clk_period * $clk_io_pct] -clock clk0 [all_outputs]
==> design/flow/design.v <==
module mux2 #(parameter WIDTH = 8)
(d0, d1,
 s, y);
input  [WIDTH-1:0] d0, d1;
input              s;
output [WIDTH-1:0] y;
assign y = ( s == 1'b1 ) ? d1:d0;
endmodule
module mux4 #(parameter WIDTH = 8)
(d0, d1, d2, d3,
 s, y);
input  [WIDTH-1:0] d0, d1, d2, d3;
input  [1:0] s;
output [WIDTH-1:0] y;
reg [WIDTH-1:0] y_r;
always @( * ) begin
case ( s )
2'b00: y_r = d0;
2'b01: y_r = d1;
2'b10: y_r = d2;
2'b11: y_r = d3;
default: ;
endcase
end  
assign y = y_r;
endmodule
module mux8 #(parameter WIDTH = 8)
(d0, d1, d2, d3,
 d4, d5, d6, d7,
 s, y);
input  [WIDTH-1:0] d0, d1, d2, d3;
input  [WIDTH-1:0] d4, d5, d6, d7;
input  [2:0]       s;
output [WIDTH-1:0] y;
reg [WIDTH-1:0] y_r;
always @( * ) begin
case ( s )
3'd0: y_r = d0;
3'd1: y_r = d1;
3'd2: y_r = d2;
3'd3: y_r = d3;
3'd4: y_r = d4;
3'd5: y_r = d5;
3'd6: y_r = d6;
3'd7: y_r = d7;
default: ;
endcase
end  
assign y = y_r;
endmodule
module mux16 #(parameter WIDTH = 8)
(d0, d1, d2, d3,
 d4, d5, d6, d7,
 d8, d9, d10, d11,
 d12, d13, d14, d15,
 s, y);
input [WIDTH-1:0] d0, d1, d2, d3;
input [WIDTH-1:0] d4, d5, d6, d7;
input [WIDTH-1:0] d8, d9, d10, d11;
input [WIDTH-1:0] d12, d13, d14, d15;
input [3:0] s;
output [WIDTH-1:0] y;
reg [WIDTH-1:0] y_r;
always @( * ) begin
case ( s )
4'd0:  y_r = d0;
4'd1:  y_r = d1;
4'd2:  y_r = d2;
4'd3:  y_r = d3;
4'd4:  y_r = d4;
4'd5:  y_r = d5;
4'd6:  y_r = d6;
4'd7:  y_r = d7;
4'd8:  y_r = d8;
4'd9:  y_r = d9;
4'd10: y_r = d10;
4'd11: y_r = d11;
4'd12: y_r = d12;
4'd13: y_r = d13;
4'd14: y_r = d14;
4'd15: y_r = d15;
default: ;
endcase
end  
assign y = y_r;
endmodule
==> design/flow/config.mk <==
export PLATFORM = sky130hd
export DESIGN_NAME = mux16
export DESIGN_NICKNAME = mux16
export VERILOG_FILES = /design/flow/design.v
export SDC_FILE = /design/flow/constraint.sdc
export NUM_CORES = 4
export LEC_CHECK = 1
export CORE_AREA = 10 10 86 86
export DIE_AREA = 0 0 96 96
==> design/flow/run.sh <==
#!/bin/bash
# OpenROAD 26Q1-2900-gdf79404cd8, Yosys 0.63+post, stock flow scripts
make -C /OpenROAD-flow-scripts/flow DESIGN_CONFIG=/design/flow/config.mk WORK_HOME=/design/flow/orfs finish
==> flow_metrics.py <==
# Generated from Yosys and OpenROAD reports
metrics = {
    "drt": {
        "remaining_drc_errors": 0,
        "vias_per_cell": 5.09,
        "diodes": 0,
        "drt_iter0_drc": 110,
        "drtPass1Iterations": 4,
        "wire_per_inst_um": 18.5,
        "dr_total_vias": 2183,
        "antenna_left": 0,
        "wl_mm": 7.95,
    },
    "timing": {
        "fin_crit_ps": 3010,
        "hold_viol": 0,
        "setup_viol": 0,
        "relSlewSlack": 0.707,
        "timing.final.max_slew_violations": 0,
        "fmax_mhz": 332,
        "holdWs_ps": 1900,
        "worst_slew_pin_slew_ps": 433,
        "finalClockPeriodUsage": 0.971,
        "grt_setup_unrepaired": "no",
        "setup_tns_ps": 0,
    },
    "worst_setup_path": {
        "crit_arrival_ps": 2390,
        "worst-setup-path-type": "in2out",
        "worstPathRequired_ps": 2480,
        "critPathCaptureType": "output pin",
        "crit_start": "d15[3]",
        "worst-path-max-fanout": 1,
        "start_kind": "primary input",
    },
    "global_routing": {
        "overflow": 0,
        "antenna_found_initial": 0,
        "grt_usage": 0.162,
        "grt_pass1_wl_mm": 12.0,
        "grt_pass1_vias": 2171,
        "grt_start_max_net_pins": 20,
    },
    "floorplan": {
        "pin_count": 140,
        "core_area_um2": 5540,
        "die_area_um2": 9220,
        "dieHeight_um": 96,
        "rows": 27,
        "die_w_um": 96,
        "fp_util": 0.240,
    },
    "yosys": {
        "synth.distinct_cells": 50,
        "netlist_instances": 196,
        "netlist_top_cells_count": "19 x nand3b_1, 17 x a21oi_1, 14 x mux2i_1",
        "post-synth-top-area-cell": "nand3b_1",
        "yosys_warnings": 1,
        "top_cell": "nand3b_1",
        "yosys-stat-cells": 196,
        "ys_seq_frac": 0,
        "top_cell_area_share": 0.107,
        "syn_avg_cell_area_um2": 6.77,
        "ys_area_um2": 1330,
        "synthTopCellsByArea": "nand3b_1 11%, mux2i_1 11%, a221oi_1 6.6%, a21oi_1 6.4%, buf_2 3.8%",
        "synth_area_um2": 1330,
    },
    "finish": {
        "nClkBuffers": 0,
        "fill_cells": 530,
        "drive_above_1_share": 0.193,
        "synthToLayoutAreaGrowth_pct": 137,
        "seq_cell_count": 0,
        "flop_area_um2": 0,
    },
    "power_and_ir_drop": {
        "p_per_area_nw_per_um2": 128,
        "leakagePower_uw": 0.00125,
        "ir_drop_v": 0.0000699,
        "total_power_uw": 402,
    },
    "job": {
        "maxCapViolCount": 0,
        "warning_count": 33,
    },
    "hold_path": {
        "hp-class": "in2out",
        "hold_start": "d0[7]",
    },
    "placement": {
        "gp_congestion": 0.895,
        "port_buffers": 140,
        "hpwl_mm": 6.73,
    },
    "outcome": {
        "outcome": "completed",
    },
}
power breakdown:
group	internal [µW]	switching [µW]	total [µW]
Sequential	0	0	0
Combinational	272	130	402
Clock	0	0	0
Total	272	130	402
cells in the final DEF, fill, tap and decap left out, drive strengths merged, types with 5 or more instances in the layout:
cell,Yosys,final
nand3,5,5
a21oi,17,17
a31oi,7,7
nor2,5,5
nor2b,6,6
dlymetal6s2s,0,5
a221oi,10,10
nor3,6,6
nand2,9,9
o2bb2ai,5,5
mux2i,14,14
o32a,5,5
o22ai,5,5
nand3b,19,19
buf,14,43
clkdlybuf4s50,0,130
inv,11,11
stage by stage:
stage          area, µm²  setup slack (ps)   util  cells
2_1_floorplan       1330               715      -    196
3_3_place_gp        2980              -376  0.538    423
3_5_place_dp        2980              -385  0.538    423
4_1_cts             3050             -46.2  0.551    427
5_1_grt             3140              3.79  0.567    429
6_report            3140              89.8  0.567    429
worst paths after layout:
kind  endpoint  slack (ps)  cells past startpoint
max       y[3]          90                      6
min       y[7]        1900                      3
what timing repair did:
| action | in CTS | in global routing |
|---|---|---|
| gates resized | 21 | 26 |
| hold buffers | 0 | 0 |
| setup endpoints to repair | 8 | 8 |
| cloned | 2 | 0 |
| endpoints found under the hold margin | 0 | 0 |
| pin swaps | 8 | 9 |
| setup buffers | 2 | 2 |
worst max-delay path: stages:
cell,delay [ps]
clkdlybuf4s50_1,390
mux2i_1,160
o22ai_1,90
or4_4,530
o32a_1,360
dlygate4sd2_1,240
routing by layer:
metal / routed length (µm) / global-route usage / up-vias
met5: 0 / 0 / -
met4: 27 / 0.00491 / 0
met3: 695 / 0.0314 / 2
met2: 3610 / 0.257 / 88
met1: 3620 / 0.232 / 988
li1: - / - / 1105
logic make-up (layout without fill, tap and decap cells):
logic type | after synthesis | after routing | synth area share
AND/OR/NAND/NOR | 78 | 78 | 0.370
AND-OR/OR-AND | 70 | 70 | 0.385
multiplexers | 17 | 17 | 0.131
buffers and inverters | 31 | 192 | 0.114
area by class of cell:
cell class | count | area, µm² | share of cell area
Tap cell | 72 | 90.1 | 0.0287
Inverter | 11 | 43.8 | 0.0139
Multi-Input combinational cell | 165 | 1260 | 0.402
Timing Repair Buffer | 181 | 1740 | 0.555
Power is estimated from default activity; no workload was simulated.
