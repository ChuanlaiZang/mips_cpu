File: flow/constraint.sdc
current_design adder

set clk_period 24.1
set clk_io_pct 0.2

create_clock -name clk0 -period $clk_period

set non_clock_inputs [all_inputs -no_clocks]
set_input_delay [expr $clk_period * $clk_io_pct] -clock clk0 $non_clock_inputs
set_output_delay [expr $clk_period * $clk_io_pct] -clock clk0 [all_outputs]
File: flow/design.v
module adder(
	input wire[31:0] a,b,
	output wire[31:0] y
    );
	assign y = a + b;
endmodule
File: flow/config.mk
export PLATFORM = sky130hd
export DESIGN_NAME = adder
export DESIGN_NICKNAME = adder
export VERILOG_FILES = /design/flow/design.v
export SDC_FILE = /design/flow/constraint.sdc
export NUM_CORES = 4
export LEC_CHECK = 1
export CORE_AREA = 10 10 85 85
export DIE_AREA = 0 0 95 95
File: flow/run.sh
#!/bin/bash
# OpenROAD 26Q1-2900-gdf79404cd8, Yosys 0.63+post, stock flow scripts
make -C /OpenROAD-flow-scripts/flow DESIGN_CONFIG=/design/flow/config.mk WORK_HOME=/design/flow/orfs finish
==> impl_metrics.csv <==
group,metric,value,unit
critical_path,cp_data_required_time,19.28,ns
sta,finalHoldViolCount,0,
die,die_w,95,um
synth,syn_area_per_cell,7.24,um^2
layout,design_area,2750,um^2
global_route,grt_pass1_wl,9490,um
hold_path,min_path_type,"primary input to primary output",
layout,flops,0,
clock_network,cts_hold_buf,0,
drt,drc,0,
critical_path,critPathKind,"primary input to primary output",
die,io_pins,96,
global_route,grt_pass1_vias,2036,
die,fp.dieH,95,um
power,vdd_drop_max,0.0118,mV
layout,final_layout_size_suffix_gt1_frac,0.0307,
global_route,grt_usage,0.124,
critical_path,critPathCaptureType,"primary output",
sta,drv_slew,0,
layout,areaGrowthSynthToFinish,57.7,%
sta,rsz0062_at_grt,"no",
sta,period_minus_slack,12.54,ns
sta,tns,0,ns
job,log.warning_count,32,
critical_path,cp_data_arrival_time,7.72,ns
drt,num_antenna_cells,0,
sta,setup_viol,0,
synth,ys_area,1740,um^2
place,place.gp.congestion,0.925,
critical_path,cp-start-kind,"primary input",
synth,syn_area,1740,um^2
clock_network,cts_post_setup_buffers_inserted,0,
place,place_area,2750,um^2
critical_path,cp_max_fo,4,
synth,synthCells,241,
sta,fin_crit_sh,0.520,
drt,wl_per_cell,14.7,um
clock_network,cts_resized,0,
sta,slew_headroom,0.642,
drt,drt-initial-drc-count,54,
global_route,grt_max_degree,11,
sta,tightest_slew,0.523,ns
drt,drt_wl_total,5840,um
layout,n_fill_cell,569,
global_route,grt-ovfl-total,0,
synth,ys_types,50,
synth,yosys_warnings,0,
sta,timing.fmax,0.0797,GHz
layout,comb_area,1680,um^2
die,rows,27,
die,initial_utilization,0.319,
synth,yosys_cells,241,
layout,nClkBuffers,0,
layout,ff_latch_area,0,um^2
drt,dr.pass1.iters,4,
die,dieArea,9030,um^2
power,power.leakage,1.18,nW
outcome,status,"completed",
place,dp_hpwl,5120,um
place,io_buffer_count,96,
power,powerDensity,29.1,nW/um^2
drt,viasPerCell,5.22,
synth,seq_area_frac_synth,0,
power,p_total,0.0000800,W
drt,vias,2079,
layout,fin_util,0.503,
global_route,antenna_found_initial,0,
drt,ant_nets,0,
job,max_cap_viol_count,0,
die,core_area,5470,um^2
## synthesized netlist by cell type (all sizes together) (3+ instances only)
library cell | number | area, um^2
or2 | 3 | 18.8
nand2 | 18 | 67.6
a311oi | 3 | 43.8
buf | 3 | 13.8
nand4 | 8 | 50.1
nor2 | 12 | 45.0
inv | 6 | 22.5
nand3 | 10 | 50.1
ha | 31 | 388
a21o | 19 | 143
a21oi | 29 | 145
clkbuf | 8 | 30.0
xor2 | 15 | 131
a31oi | 3 | 18.8
a211oi | 3 | 22.5
xnor2 | 13 | 114
o21bai | 5 | 48.8
o211ai | 3 | 22.5
nor3 | 4 | 20.0
o21ai | 15 | 78.8
## cells by family after synthesis
family          Yosys count  synth area share
compound gates           97             0.393
xor+xnor                 28             0.141
fa+ha+maj                32             0.234
buf+inv                  17            0.0380
mux                       2            0.0115
simple gates             65             0.183
## through the flow
step                      std cells  setup WS [ns]  hold WS, ns
after floorplan                 241          12.63         9.71
after global placement          398          11.55        10.68
after CTS                       398          11.52        10.68
final                           398          11.56        10.67
after detailed placement        398          11.52        10.69
after global routing            398          11.32        10.71
## layout by cell type, fill, tap and decap left out, types with 6 or more instances in the layout
cell	count
nand3_1	10
a21o_1	19
xnor2_1	13
ha_1	31
a21oi_1	29
nand4_1	8
inv_1	6
xor2_1	15
o21ai_0	13
clkdlybuf4s50_1	96
nand2_1	18
nor2_1	12
## final cells by class
class / instances / share of cell area
well taps: 72 / 0.0327
repair buffers: 96 / 0.349
multi-input cells: 224 / 0.610
inverters: 6 / 0.00819
## per-layer routing
metal	up-vias	wire length, um	GRT usage
li1	1103	-	-
met2	61	2550	0.211
met5	-	0	0
met4	0	29	0.00623
met3	2	465	0.0288
met1	913	2800	0.163
## path summary, 6_finish.rpt
path	start	endpoint	slack, ns	cells past startpoint
min	b[0]	y[0]	10.67	3
max	a[0]	y[26]	11.56	11
## power breakdown
group	internal, W	total [W]	switching, W
clock	0	0	0
sequential	0	0	0
combinational	0.0000483	0.0000800	0.0000318
total	0.0000483	0.0000800	0.0000318
## worst max-delay path: stages
cell and delay (ns):
clkdlybuf4s50_1 0.40, ha_1 0.24, fa_1 0.40, a21o_1 0.22, a31o_2 0.28, nand3_1 0.09, o221ai_1 0.21, a311oi_1 0.32
o21bai_1 0.10, xor2_1 0.13, clkdlybuf4s50_1 0.49
Power figures rest on the tool's default switching activity, not on a simulated workload.
